$ cat flow/run.sh
#!/bin/bash
# OpenROAD 26Q1-2900-gdf79404cd8, Yosys 0.63+post, stock flow scripts
make -C /OpenROAD-flow-scripts/flow DESIGN_CONFIG=/design/flow/config.mk WORK_HOME=/design/flow/orfs finish
$ cat flow/constraint.sdc
current_design bound_flasher

set clk_period 3.6
set clk_io_pct 0.2

create_clock -name clk0 -period $clk_period [get_ports {clk}]

set non_clock_inputs [all_inputs -no_clocks]
set_input_delay [expr $clk_period * $clk_io_pct] -clock clk0 $non_clock_inputs
set_output_delay [expr $clk_period * $clk_io_pct] -clock clk0 [all_outputs]
$ cat flow/config.mk
export PLATFORM = sky130hd
export DESIGN_NAME = bound_flasher
export DESIGN_NICKNAME = bound_flasher
export VERILOG_FILES = /design/flow/design.v
export SDC_FILE = /design/flow/constraint.sdc
export NUM_CORES = 4
export LEC_CHECK = 1
export CORE_AREA = 10 10 102 102
export DIE_AREA = 0 0 112 112
$ cat flow/design.v
module bound_flasher(clk, rst_n, flick, LED);
input clk, rst_n,flick;
output [15:0] LED;
wire clk, rst_n, flick;
reg [15:0] LED;
reg [1:0] operation;
reg [4:0] N;
parameter IDLE 		  	=  2'b00;
parameter UP			=  2'B01;
parameter DOWN 		  	=  2'b10;
parameter KICK_BACK	  	=  2'b11;
parameter INIT         	=  6'b000001;
parameter ZERO_TO_FTEEN =  6'b000010;
parameter OFF_TO_FOUR  	=  6'b000100;
parameter FOUR_TO_TEN  	=  6'b001000;
parameter OFF_TO_ZERO  	=  6'b010000;
parameter ZERO_TO_FIVE 	=  6'b100000;
parameter SIZE         	=  6        ;
reg [SIZE - 1: 0] state;
reg [SIZE - 1: 0] next_state;
reg FLICKED_AT_5;
reg FLICKED_AT_0;
always @(posedge clk or negedge rst_n)
begin
	if(!rst_n) begin
		state <= INIT;
	end
	else begin
		state <= next_state;
	end
end
always @(posedge clk or negedge rst_n)
begin
	if (!rst_n)
		N <= 0;
    else if(operation == UP) begin
        N <= N + 1;
    end
	else if(operation == DOWN) begin
        N <= N - 1;
    end
    else if(operation == IDLE) begin
        N <= N;
    end
	else if(operation == KICK_BACK) begin
        N <= N + 1;
    end
end
always @(operation or state)
begin
	case(state)
	INIT: begin
		if(operation == UP) begin
			next_state = ZERO_TO_FTEEN;
		end
		else begin
			next_state = INIT;
		end
	end
	ZERO_TO_FTEEN: begin
		if(operation == UP) begin
			next_state = ZERO_TO_FTEEN;
		end
		else begin
			next_state = OFF_TO_FOUR;
		end
	end
	OFF_TO_FOUR: begin
        if(operation == KICK_BACK) begin
			next_state = ZERO_TO_FTEEN;
		end
		else if(operation == DOWN) begin
			next_state = OFF_TO_FOUR;
		end
		else begin
			next_state = FOUR_TO_TEN;
		end
	end
	FOUR_TO_TEN: begin
		if(operation == UP) begin
			next_state = FOUR_TO_TEN;
		end
		else begin
			next_state = OFF_TO_ZERO;
		end
	end
	OFF_TO_ZERO: begin
        if(operation == KICK_BACK) begin
			next_state = FOUR_TO_TEN;
		end	
		else if(operation == DOWN) begin
			next_state = OFF_TO_ZERO;
		end
		else begin
			next_state = ZERO_TO_FIVE;
		end
	end
	ZERO_TO_FIVE: begin	
		if(operation == DOWN) begin
			next_state = INIT;
		end
		else begin
			next_state = ZERO_TO_FIVE;
		end
	end
	default: next_state = INIT;
	endcase
end
always @(state or flick or N) begin
	case(state)
	INIT: begin
		if (N != 5'd0) operation = DOWN;
		else if(flick && N == 5'd0) begin
			operation = UP;
			FLICKED_AT_0 = 1'b0;
        	FLICKED_AT_5 = 1'b0;
		end
		else operation = IDLE;
	end
	ZERO_TO_FTEEN: begin
		if (N == 5'd16) operation = DOWN;
		else operation = UP;
	end
	OFF_TO_FOUR: begin
        if (N == 5'd5 && flick && FLICKED_AT_5 == 1'b0) begin
            operation = KICK_BACK;
            FLICKED_AT_5 = 1'b1;
        end
		else if (N != 5'd5) operation = DOWN;
		else begin
			operation = UP;
			FLICKED_AT_0 = 1'b0;
        	FLICKED_AT_5 = 1'b0;
		end
	end
	FOUR_TO_TEN: begin
		if (N == 5'd11) operation = DOWN;
		else operation = UP;
	end
	OFF_TO_ZERO: begin
        if (N == 5'd5 && flick && FLICKED_AT_5 == 1'b0) begin
            operation = KICK_BACK;
            FLICKED_AT_5 = 1'b1;
        end 
        else if (N == 5'd0 && flick && FLICKED_AT_0 == 1'b0) begin
            operation = KICK_BACK;
            FLICKED_AT_0 = 1'b1;
        end 
		else if (N == 5'd0) begin
			operation = UP;
			FLICKED_AT_0 = 1'b0;
        	FLICKED_AT_5 = 1'b0;
		end
		else operation = DOWN;
	end
	ZERO_TO_FIVE: begin
		if (N == 5'd5) operation = DOWN;
		else operation = UP;
	end
	default: operation = IDLE;
	endcase
end
always @(N) begin
    case (N)
        5'd0:
            LED = 0;
        5'd1:
            LED = {1{1'd1}};
        5'd2:
            LED = {2{1'd1}};
        5'd3:
            LED = {3{1'd1}};
        5'd4:
            LED = {4{1'd1}};
        5'd5:
            LED = {5{1'd1}};
        5'd6:
            LED = {6{1'd1}};
        5'd7:
            LED = {7{1'd1}};
        5'd8:
            LED = {8{1'd1}};
        5'd9:
            LED = {9{1'd1}};
        5'd10:
            LED = {10{1'd1}};
        5'd11:
            LED = {11{1'd1}};
        5'd12:
            LED = {12{1'd1}};
        5'd13:
            LED = {13{1'd1}};
        5'd14:
            LED = {14{1'd1}};
        5'd15:
            LED = {15{1'd1}};
        5'd16:
            LED = {16{1'd1}};
        default:
            LED = 0;
    endcase
end
endmodule
==> impl_metrics.tcl <==
# place-and-route summary
set metrics [dict create \
    area_growth_pct 29.6 \
    p_sw_frac 0.186 \
    p_comb_frac 0.026 \
    cts_resized 0 \
    area_leaders "dfrtp_1 (24%), ha_1 (9.7%), o21ai_0 (6.8%)" \
    max_freq_mhz 331 \
    cts_buffer_depth 2 \
    crit_path_start "N[0]$_DFFE_PN0P_" \
    p_sw_w 0.0000466 \
    period_used_share 0.839 \
    clk_pin_slew_ns 0.05 \
    numCtsBuffers 3 \
    die_width_um 112 \
    power.share.clock 0.479 \
    num_antenna_cells 0 \
    drt_pass1_iterations 4 \
    clock-root-buffer "clkbuf_8" \
    fin_total_pwr_w 0.000250 \
    unclocked_regs 2 \
    via_count 919 \
    status "complete, no violations" \
    path_max_fanout 10 \
    fin_skew_ns 0.000287 \
    critPathSlowestCell "clkdlybuf4s50_1" \
    grt_use_total 0.0400 \
    synth_async_sr_flop_share 0.846 \
    top_area_frac 0.241 \
    drive_gt1_frac 0.104 \
    gp_congestion 0.839 \
    common_cells "o21ai_0 (14), inv_1 (11), nand2_1 (11), dfrtp_1 (10)" \
    clock_latency_ns 0.23 \
    rows 33 \
    leakage_nw 0.500 \
    synth_flops 13 \
    dp.cells 236 \
    hold_path.class "reg -> reg" \
    grt_first_pass_wirelength_um 4330 \
    rsz0062_at_grt "no" \
    antenna_found_initial 0 \
    dp_hpwl_um 2110 \
    drtIter0Drc 29 \
    path_class "reg -> out" \
    edf_count 0 \
    slew_headroom 0.655 \
    yosysTopAreaCell "dfrtp_1" \
    grt_pass1_vias 858 \
    fp_util 0.126 \
    seq_power_share 0.495 \
    ios 19 \
    syn_area_mm2 0.00104 \
    antenna_left 0 \
    end_kind "primary output" \
    crit_chain "inv_1 -> ha_1 -> nand4bb_1 -> and2_1 -> o21ai_0 -> clkdlybuf4s50_1" \
    ir_worst_vdd_uv 75.7 \
    die_h_um 112 \
    synth_area_per_cell_um2 8.57 \
    hold_start "N[0]$_DFFE_PN0P_" \
    reg2reg_from "N[0]$_DFFE_PN0P_" \
    post_cts_buffers 0 \
    coreArea_mm2 0.00822 \
    nFillCells 895 \
    viasPerCell 3.83 \
    untimed_endpoints 2 \
    setup-violations-final 0 \
    ys_cells 121 \
    synth_cell_types 42 \
    most_common_cell "o21ai_0" \
    die_area_mm2 0.0125 \
    maxCapViolCount 0 \
    setup_tns_ns 0 \
    max_stage_delay_ns 0.52 \
    power.internal_w 0.000204 \
    slew_violations 0 \
    worstSetupStartpointType "register" \
    ys_area_mm2 0.00104 \
    cts_tree "yes" \
    drt-total-wl_um 2630 \
    worstPathRequired_ns 2.88 \
    final_cells 240 \
    period_needed_ns 3.02 \
    numPortBuffers 18 \
    syn_inst 121 \
    power.density_mw_per_mm2 186 \
    tightestPinTransition_ns 0.517 \
    htreeDepth 1 \
    holdBufCountCts 0 \
    yosys_most_used_dff "dfrtp_1" \
    openroad.warnings 30 \
    route.detailed.drc 0 \
    worstPathArrival_ns 2.30 \
    yosysWarnings 7 \
    avgRoutedWirePerCell_um 11.0 \
    hold_violations 0 \
    grt_overflow 0 \
    grt_max_degree 16 \
]
==> power groups by stage <==
stage	sequential (W)	clock (W)	combinational, W
global route	0.000124	0.000133	0.00000719
CTS	0.000124	0.000126	0.00000674
finish	0.000124	0.000120	0.00000649
==> area by class of cell <==
cell class	instances	area (um^2)	area share
multi-input cells	89	639	0.476
repair buffers	18	180	0.134
flip-flops and latches	13	307	0.228
inverters	11	41.3	0.0307
clock buffers	4	45.0	0.0335
well taps	105	131	0.0978
==> layer usage <==
| layer | routed length, um | part of all wire | vias up | GRT usage |
|---|---|---|---|---|
| met2 | 1270 | 0.48 | 15 | 0.0657 |
| met3 | 105 | 0.040 | 2 | 0.0103 |
| met4 | 26 | 0.0099 | 0 | 0.00592 |
| met1 | 1230 | 0.47 | 440 | 0.0526 |
| met5 | 0 | 0 | - | 0 |
| li1 | - | - | 462 | - |
==> critical path, delay by kind of cell (launching register included) <==
family	cells	cell delay, ns
compound gates	1	0.12
fa+ha+maj	1	0.20
buf+inv	2	0.66
flops	1	0.44
simple gates	2	0.66
==> worst paths after layout <==
check	endpoint	slack [ns]	cells after the start
max in group asynchronous	state[0]$_DFF_PN1_	2.41	1
min in group asynchronous	state[1]$_DFF_PN0_	0.83	1
min reg2reg	N[0]$_DFFE_PN0P_	0.57	1
max	LED[2]	0.58	6
max reg2reg	N[3]$_DFFE_PN0P_	0.88	7
min	N[0]$_DFFE_PN0P_	0.57	1
==> flip-flops by register name, summed over array words and instances (netlist names) <==
name          flops
FLICKED_AT_0      1
state             6
N                 5
FLICKED_AT_5      1
==> stage by stage <==
| stage | area (um^2) | util | hold slack (ns) | worst slack, ns |
|---|---|---|---|---|
| after floorplan | 1040 | - | 0.424 | 1.38 |
| after global placement | 1300 | 0.158 | 0.556 | 0.720 |
| after detailed placement | 1300 | 0.158 | 0.564 | 0.747 |
| after CTS | 1340 | 0.164 | 0.572 | 0.570 |
| after global routing | 1340 | 0.164 | 0.605 | 0.376 |
| final | 1340 | 0.164 | 0.573 | 0.578 |
==> kinds of logic (layout without fill, tap and decap cells) <==
group / Yosys count / after routing / synth area share
and+or+nand+nor: 43 / 43 / 0.257
AOI/OAI and AO/OA: 33 / 33 / 0.216
buffers and inverters: 19 / 33 / 0.0881
DFF: 11 / 11 / 0.267
adders and majority gates: 8 / 8 / 0.0965
muxes: 3 / 3 / 0.0302
xor gates and xnor gates: 2 / 2 / 0.0169
latches: 2 / 2 / 0.0290
==> cell usage in the layout, fill, tap and decap left out, types with 2 or more instances in the layout <==
master | synthesis | routed
xnor2_1 | 2 | 2
inv_1 | 11 | 11
dfrtp_1 | 10 | 10
and4bb_2 | 3 | 3
a22o_1 | 3 | 3
and3_2 | 2 | 2
o21ai_1 | 2 | 2
nor2_1 | 8 | 8
mux2i_1 | 2 | 2
dlxtn_1 | 2 | 2
a21oi_1 | 4 | 4
clkbuf_8 | 0 | 3
o21ai_0 | 14 | 14
ha_1 | 8 | 8
nand2_1 | 11 | 11
nor2b_1 | 2 | 2
nand3_1 | 2 | 2
nand4bb_1 | 2 | 2
nor3_1 | 4 | 4
o22ai_1 | 2 | 2
clkdlybuf4s50_1 | 0 | 18
Power and IR drop assume default switching activity.
